**./config.mk**
```make
export PLATFORM = sky130hd
export DESIGN_NAME = SHA1_hash
export DESIGN_NICKNAME = SHA1_hash
export VERILOG_FILES = /design/flow/design.v
export SDC_FILE = /design/flow/constraint.sdc
export NUM_CORES = 4
export LEC_CHECK = 1
export CORE_UTILIZATION = 30
```
**./constraint.sdc**
```tcl
current_design SHA1_hash

set clk_period 30.0
set clk_io_pct 0.2

create_clock -name clk0 -period $clk_period [get_ports {clk}]

set non_clock_inputs [all_inputs -no_clocks]
set_input_delay [expr $clk_period * $clk_io_pct] -clock clk0 $non_clock_inputs
set_output_delay [expr $clk_period * $clk_io_pct] -clock clk0 [all_outputs]
```
**./design.v**
```verilog
module SHA1_hash (       
	clk, 		
	nreset, 	
	start_hash,  
	message_addr,	
	message_size, 	
	hash, 	
	done, 		
	port_A_clk,
        port_A_data_in,
        port_A_data_out,
        port_A_addr,
        port_A_we
	);
input	clk;
input	nreset; 
input	start_hash; 
input [31:0] message_addr; 
input [31:0] message_size; 
output [159:0] hash; 
input [31:0] port_A_data_out; 
output [31:0] port_A_data_in;
output [15:0] port_A_addr;
output  port_A_clk;
output  port_A_we;
output	done;  
parameter [1:0] State0 = 0,  
					 State1 = 1,  
			       State2 = 2;  
wire [159:0] hash;
wire port_A_clk; 
wire [31:0] S_C;
wire [31:0] NEW_A;
reg [31:0] A, B, C, D, E, F, KE, H0, H1, H2, H3, H4;  
reg [511:0] All_W;  
reg [15:0] port_A_addr;  
reg [1:0] state;  
reg [1:0] position;  
reg [3:0] ct_block;  
reg [7:0] ct_pad;  
reg [6:0] ct;  
reg done;  
assign port_A_we = 0;  
assign hash = {H0,H1,H2,H3,H4};  
assign port_A_clk = clk;
assign S_C = Shift_n(B, 30);  
assign NEW_A = Shift_n(A, 5) + All_W[511:480] + F + KE;  
function [3:0] calc_block;  
	input[31:0] message_size;
	begin
		calc_block = (((message_size << 3) + 7'b1000001) >> 9) + 4'b1;  
	end
endfunction
function [31:0] calc_F;  
	input [31:0] B, C, D; 
	input [6:0] ct;
	begin
		if (ct < 20)
			calc_F = ((B & C)|((~ B) & D));
		else if (ct < 40)
			calc_F = (B ^ C ^ D);
		else if (ct < 60)
			calc_F = ((B & C)|(B & D)|(C & D));
		else
			calc_F = (B ^ C ^ D);
	end
endfunction
function [7:0] calc_padding;  
   input [31:0] message_size; 
	begin 
			calc_padding = (message_size >> 2) + 7'b1;  
	end 
endfunction
function [31:0] Shift_n;  
	input [31:0] inputT;
	input [4:0] n;
	begin
		Shift_n = ((inputT << n) | (inputT >> 32-n));
	end
endfunction
function [31:0] trans_Endian;    
	input [31:0] value;
	trans_Endian = {value[7:0], value[15:8], value[23:16], value[31:24]};
endfunction
function [31:0] calc_K;  
	input [6:0] ct;
	begin
		if (ct < 20)
			calc_K = 32'h5a827999;
		else if (ct < 40)
			calc_K = 32'h6ed9eba1;
		else if (ct < 60)
			calc_K = 32'h8f1bbcdc;
		else
			calc_K = 32'hca62c1d6;
	end
endfunction
always @ (posedge clk or negedge nreset)
begin
	if(!nreset)        
		begin      
			state <= State0; 
		end
	else	 
		case(state)
			State0:  
			begin
				if(start_hash) 
				begin
					done <= 0;
					ct <= 0;	
					H0 <= 32'h67452301;
					H1 <= 32'hefcdab89;
					H2 <= 32'h98badcfe;
					H3 <= 32'h10325476;
					H4 <= 32'hc3d2e1f0;
					port_A_addr <= message_addr[15:0];
					ct_block <= calc_block(message_size);
					ct_pad <= calc_padding(message_size);
					position <= message_size[1:0];
					state <= State0;
				end 	
				else if (!start_hash)
				begin 
					if (ct_pad != 0)
					begin
						All_W[511:480] <=  trans_Endian(port_A_data_out);  
						ct_pad <= ct_pad - 7'b1;  
						port_A_addr <= port_A_addr + 16'b100;  
					end
					else
						All_W[511:480] <= 32'h00000000;  
					ct <= 0;		 
					state <= State1;
				end 
			end
		   State1:  
			begin  
				port_A_addr <= port_A_addr + 16'b100;
				F <= calc_F(H1,H2,H3,ct); 
				KE <= calc_K(ct) + H4;
				A <= H0;
				B <= H1;
				C <= H2;
				D <= H3;
				E <= H4;
				state <= State2;
			end 
			State2:  
			begin 
				if(ct <= 79)  
				begin 
					B <= A;
				   C <= S_C;
				   D <= C;
			      E <= D;
					All_W <= All_W >> 32;  
				   A <= NEW_A;  
				   F <= calc_F(A,S_C,C,ct+1);  
					KE <= calc_K(ct+1) + D;  
					if(ct < 15) 
					begin 
						if(ct_pad >= 1)
						begin
							All_W[511:480] <= trans_Endian(port_A_data_out);
							if(ct < 14)  
								port_A_addr <= port_A_addr + 16'b100;	
							ct_pad <= ct_pad - 7'b1;  
							if(ct_pad == 1)  
							begin 
								if(position == 3)
									All_W[487:480] <= 8'h80;		 
								else if(position == 2)
									All_W[495:480] <= 16'h8000;
								else if(position == 1)
									All_W[503:480] <= 24'h800000;
								else if(position == 0)
									All_W[511:480] <= 32'h80000000;
							end
						end 	
						else if (ct_pad == 0 && ct == 14 && ct_block == 1)  
							All_W[511:480] <= message_size << 3;  
					end 
					else
						All_W[511:480] <= Shift_n(((All_W[31:0]^All_W[95:64])^(All_W[287:256]^All_W[447:416])), 1);	 
					state <= State2;
					ct <= ct + 7'b1;
				end 	
				else  
				begin 
					H0 <= A + H0; 
					H1 <= B + H1;
					H2 <= C + H2;
					H3 <= D + H3;
					H4 <= E + H4;
				   if(ct_block == 1)  
						done <= 1;			 
					else
						ct_block <= ct_block - 4'b1;  
					state <= State0;  
				end 		
			end 	
		endcase 		
end 
endmodule	
```
**./run.sh**
```bash
#!/bin/bash
# OpenROAD 26Q1-2900-gdf79404cd8, Yosys 0.63+post, stock flow scripts
make -C /OpenROAD-flow-scripts/flow DESIGN_CONFIG=/design/flow/config.mk WORK_HOME=/design/flow/orfs finish
```
==> results.txt <==
Entry: Yosys synthesis followed by OpenROAD place and route.

Run status:
- The flow ran to the end, and the final reports show no timing, DRC or antenna violations.

Yosys:
- Sorting the synthesized cells by area gives the leading types as sky130_fd_sc_hd__edfxtp_1 56%, sky130_fd_sc_hd__ha_1 5.9%, sky130_fd_sc_hd__fa_1 5.2%.
- The run gives the number of cells in the yosys synthesis report as 3979.
- The warning tally printed by Yosys for this design is 33.
- The area fraction of the largest cell type after synthesis is 0.5562.
- The run puts the proportion of synthesized chip area in sequential cells at 0.5577.
- The run puts the register bit count reported by yosys at 937.
- The synthesis run shows the most used standard cells to be 934 x sky130_fd_sc_hd__edfxtp_1, 310 x sky130_fd_sc_hd__nand2_1, 277 x sky130_fd_sc_hd__a21oi_1, 260 x sky130_fd_sc_hd__o21ai_0, 247 x sky130_fd_sc_hd__nor2_1.
- Per the synthesis report, the dominant area consumer among library cells is sky130_fd_sc_hd__edfxtp_1.
- The run gives the XOR/XNOR share of the synthesized area as 0.05749.
- The run gives the main flop type after synthesis as sky130_fd_sc_hd__edfxtp_1.
- The run puts the area of the synthesized netlist per yosys stat at 50420 um2.
- The run puts the average footprint of a synthesized cell at 12.67 um2.
- Sorting the synthesis cell report by count puts at the top sky130_fd_sc_hd__edfxtp_1.
- Counting flops with a built-in enable in the synthesized netlist gives 934.
- The run gives the basic-gate share of the synthesized area counting and, or, nand and nor cells as 0.07871.
- The synthesized netlist occupies a cell area of 50420 um2.
- The run puts the post-synthesis instance total at 3979.
- The run puts the number of unique standard cell types used by synthesis at 95.
- Of the total synthesized cell area, the portion taken by full adders, half adders and majority gates is 0.1118.
- The run gives the area fraction in compound gates after synthesis as 0.1207.
- Per the synth stats, the proportion of register bits with asynchronous set or reset is 0.003202.
- Measured against the total synthesized area, the mux share comes to 0.04968.
- The run gives the main logic family after synthesis as AND-OR/OR-AND gates.

Placement:
- During placement, the flow inserted port buffers numbering 257.
- The run gives the placer's final routability congestion estimate as 0.9381.
- The run puts the total placed instance area at 55590 um2.
- Per the post-place timing report, worst setup slack is 8633 ps.
- According to the dpl log, the detail-placed design has an HPWL of 102800 um.

Global route:
- The run puts the maximum number of pins on one net before global-route repair at 156.
- The run gives the sum of overflow across all layers after global routing as 0.
- The run puts the wire length of the first global-routing pass at 207300 um.
- The via count of the first global-routing pass is 32217.
- Across every metal layer, demand over resource in global routing totals 0.1735.
- The number of antenna violations at the first check in global routing came to 7.

Job:
- The run puts the total number of warnings across the stage logs at 52.
- The run gives the count of maximum capacitance violations as 0.

Cells and area:
- The run puts the post-route cell area at 59090 um2.
- The run puts the signed area change from the synthesized netlist to the final layout at 17.19%.
- The run gives the fraction of final layout cells sized beyond drive strength 1 as 0.1009.
- In the final layout, the fill cell count is 15942.

CTS:
- On the worst setup and hold paths after CTS, the clock-pin slew comes to 60 ps.
- TritonCTS built the clock tree.
- The run gives the later-pin clock latency in the skew report as 870 ps.
- The run gives the number of setup buffers added after CTS as 0.
- In this run, post-CTS repair resized a total of 0 instances.
- The run gives the hold buffer count at CTS as 0.

Routing:
- After detailed routing, the total wire length is 141000 um.
- The run puts the remaining antenna violation count after routing at 0.
- In this run, the number of DRC markers left after iteration 0 of detailed routing was 2518.
- The run puts the number of remaining DRC errors at 0.
- The run gives the total via count after detailed routing as 32845.
- Per the detail_route report, routed wire per instance is 21.51 um.
- For this run, the detailed router's first-pass iteration total came to 6.
- The run gives the post-detailed-route via-to-cell ratio as 5.012.
- The number of antenna diodes in the final layout is 0.

Setup path:
- The run puts the biggest cell delay along the critical path at 380 ps.
- The run gives the classification of the worst setup path as clock port to primary output.
- The worst setup path is launched from a clock port.
- The run gives the required time at the endpoint of the critical path as 24000 ps.
- STA classifies the critical path endpoint as a primary output.
- The worst register-to-register path begins at ct[0].
- The number of cells on the worst reg-to-reg path is 19.
- Among all stages on the critical path, the largest delay is contributed by sky130_fd_sc_hd__clkdlybuf4s50_1.
- Max fanout on the critical path was recorded as 2.
- Per STA, the library cell used most along the worst path is sky130_fd_sc_hd__clkbuf_16.
- For reference, the critical path cell chain is clkbuf_16, clkbuf_16, clkdlybuf4s50_1.
- The run puts the reg-to-reg setup timing slack at 24330 ps.
- STA lists the endpoint of the worst register-to-register path as KE[24].
- At the worst endpoint, the arrival time is 15630 ps.

Final timing:
- The run puts the least setup slack across all paths after layout at 8371 ps.
- The run puts the number of setup violations in the final report at 0.
- The run puts the slew at the pin closest to its max-slew limit at 830.7 ps.
- Setup repair after global routing left no endpoint under its margin.
- The run gives the worst relative slew slack as 0.4429.
- Across the routed clock network, the largest skew measured is 65.65 ps.
- The run puts the setup TNS at 0 ps.
- On the final layout, the worst hold slack is 393.1 ps.
- Per the final timing report, the hold violations number 0.
- The final timing report lists a max-slew violation count of 0.

Hold path:
- In this run the worst hold path is classified as register to register.
- The run gives the startpoint of the lowest-slack hold path as All_W[114].
- Hold analysis lists the worst path endpoint as All_W[82].
- The run puts the cell depth of the worst hold path at 0.

Power and ir drop:
- The run gives the leakage component of the power as 0.02056 uW.
- The run puts the ratio of total power to cell area at 93.38 nW/um2.
- The run puts the maximum vdd ir drop at 0.06253 mV.

Die:
- The run gives the height of the die as 412.0 um.
- The run puts the area of the die at 169700 um2.
- The run gives the standard cell core area as 167000 um2.
- The run puts the width of the die at 412.0 um.
- During I/O placement, the number of pins put on the boundary was 310.
- The run gives the floorplan-stage core utilization as 0.3019.
- The run gives the number of cell rows as 150.
-- cell type report --
type                            instances  area, um2  share of cell area
Multi-Input combinational cell       2795      21270              0.3600
Clock inverter                         68      905.9             0.01533
Clock buffer                          119       2601             0.04402
Timing Repair Buffer                  304       2948             0.04989
Tap cell                             2204       2758             0.04667
Inverter                              126      480.5            0.008131
Sequential cell                       937      28130              0.4760
-- cells by family after synthesis --
kind of cell             Yosys count
AND-OR/OR-AND                    968
XOR/XNOR                         331
adder cells (fa/ha/maj)          372
buffers and inverters            279
flip-flops                       937
multiplexers                     227
other                              1
AND/OR/NAND/NOR                  864
-- metal layers --
| metal | track usage | share of wire | wire, um | vias up |
|---|---|---|---|---|
| met5 | 0.008197 | 0.0014 | 201 | - |
| met4 | 0.03397 | 0.023 | 3279 | 7 |
| met3 | 0.09601 | 0.14 | 19270 | 199 |
| met2 | 0.2479 | 0.44 | 61560 | 1257 |
| met1 | 0.2393 | 0.40 | 56650 | 15962 |
| li1 | - | - | - | 15420 |
-- where the power goes --
| group | switching (uW) | internal, uW |
|---|---|---|
| registers | 228 | 1770 |
| clock network | 549 | 765 |
| logic | 1280 | 928 |
-- per-stage QoR --
| step | std cells | utilization | total power (uW) |
|---|---|---|---|
| finish | 6553 | 0.3538 | 5518 |
| global route | 6553 | 0.3538 | 5875 |
| detailed placement | 6367 | 0.3328 | 4224 |
| CTS | 6553 | 0.3538 | 5565 |
| floorplan | 4011 | - | 3562 |
| global placement | 6367 | 0.3328 | 4208 |
-- critical path: cells and delay by family --
| kind | cells | cell delay, ps |
|---|---|---|
| buffers and inverters | 3 | 620 |
-- worst max-delay path by stage --
stage         from          to  slack (ps)  cells past startpoint
CTS            clk  port_A_clk        8360                      3
global route   clk  port_A_clk        8340                      3
finish         clk  port_A_clk        8370                      3
-- cell usage in the layout, fill, tap and decap left out, types with 122 or more instances in the layout --
| cell | netlist | layout |
|---|---|---|
| sky130_fd_sc_hd__a21oi_1 | 277 | 277 |
| sky130_fd_sc_hd__clkdlybuf4s50_1 | 0 | 257 |
| sky130_fd_sc_hd__edfxtp_1 | 934 | 934 |
| sky130_fd_sc_hd__fa_1 | 132 | 132 |
| sky130_fd_sc_hd__ha_1 | 236 | 236 |
| sky130_fd_sc_hd__inv_1 | 124 | 122 |
| sky130_fd_sc_hd__mux2_2 | 185 | 185 |
| sky130_fd_sc_hd__nand2_1 | 310 | 310 |
| sky130_fd_sc_hd__nor2_1 | 247 | 243 |
| sky130_fd_sc_hd__o21ai_0 | 260 | 260 |
| sky130_fd_sc_hd__xnor2_1 | 215 | 215 |
-- state kept, by name (all words and copies together) (netlist names), 3 cells and up --
register     cells
A               32
All_W          512
B               32
C               32
D               32
E               32
F               32
H0              32
H1              32
H2              32
H3              32
H4              32
KE              32
ct               7
ct_block         4
ct_pad           8
port_A_addr     16
state            3
Power is estimated from default activity; no workload was simulated.
